`flow/config.mk`:
```
export PLATFORM = sky130hd
export DESIGN_NAME = Brobot
export DESIGN_NICKNAME = Brobot
export VERILOG_FILES = /design/flow/design.v
export SDC_FILE = /design/flow/constraint.sdc
export NUM_CORES = 4
export LEC_CHECK = 1
export CORE_AREA = 10 10 70 70
export DIE_AREA = 0 0 80 80
```
`flow/constraint.sdc`:
```
current_design Brobot

set clk_period 1.3
set clk_io_pct 0.2

create_clock -name clk0 -period $clk_period [get_ports {KEY0}]
create_clock -name clk1 -period $clk_period [get_ports {clk}]

set non_clock_inputs [all_inputs -no_clocks]
set_input_delay [expr $clk_period * $clk_io_pct] -clock clk0 $non_clock_inputs
set_output_delay [expr $clk_period * $clk_io_pct] -clock clk0 [all_outputs]
```
`flow/design.v`:
```
module Brobot(input wire clk, input wire KEY0, input wire ADC_SDO, 
			     output wire H3D0, output wire H3D5, output wire H3D4, output wire H3D6, 
				  output wire H2D5, output wire H2D4, output wire H1D2, output wire H1D1, 
				  output wire H1D0, output wire H1D5, output wire H1D4,
				  output wire GPIO0, output wire GPIO1, output wire GPIO2, output wire GPIO3,
				  output reg ADC_CONVST, output reg ADC_SDI, output wire ADC_SCK);
	reg [3:0] ADC_CNT;
	reg [64:0] cnt;
	reg start_motors;
	reg forward;
	wire is_turning;
	reg sensor_data_inches;
	reg ADD0;
	reg ADD1;
	reg ADD2;
	reg [11:0] analog_data;
	reg [11:0] temp_analog_data;
	initial begin
		ADC_CNT <= 4'd0;
		ADC_CONVST <= 1;
		cnt <= 64'h0000000000000000;
		start_motors <= 1'b0;
		forward <= 1'b1;
		is_turning <= 1'b1;
		ADD0 <= 0;
		ADD1 <= 2;
		ADD2 <= 0;
		clock_out <= 0;
		analog_data <= 12'd0;
		temp_analog_data <= 12'd0;
		sensor_data_inches <= 12;
	end
	always @(posedge KEY0) begin
		start_motors <= !start_motors;
	end
	always @(posedge clk) begin
		cnt <= cnt + 1;
		if(sensor_data_inches == 12) begin
			if(cnt[26:0] == 27'b000000000000000000000000000) begin
				sensor_data_inches <= 6;
			end
		end
		else begin
			if(cnt[24:0] == 25'b0000000000000000000000000) begin
				sensor_data_inches <= 12;
			end
		end
	end
	always @(negedge clk) begin
		ADC_CNT <= ADC_CNT + 4'd1;
		if(ADC_CNT == 1) begin
			ADC_CONVST <= 0;
		end
	end
	always @(posedge clk) begin
		if(ADC_CNT == 3) begin
			ADC_SDI <= ADD2;
		end
		else if(ADC_CNT == 4) begin
			ADC_SDI <= ADD1;
		end
		else if(ADC_CNT == 5) begin
			ADC_SDI <= ADD0;
		end
	end
	always @(posedge clk) begin
		if(ADC_CNT == 4) begin analog_data <= temp_analog_data; end
		if(ADC_CNT == 5) begin temp_analog_data[11] <= ADC_SDO; end
		if(ADC_CNT == 6) begin temp_analog_data[10] <= ADC_SDO; end
		if(ADC_CNT == 7) begin temp_analog_data[9] <= ADC_SDO; end
		if(ADC_CNT == 8) begin temp_analog_data[8] <= ADC_SDO; end
		if(ADC_CNT == 9) begin temp_analog_data[7] <= ADC_SDO; end
		if(ADC_CNT == 10) begin temp_analog_data[6] <= ADC_SDO; end
		if(ADC_CNT == 11) begin temp_analog_data[5] <= ADC_SDO; end
		if(ADC_CNT == 12) begin temp_analog_data[4] <= ADC_SDO; end
		if(ADC_CNT == 13) begin temp_analog_data[3] <= ADC_SDO; end
		if(ADC_CNT == 14) begin temp_analog_data[2] <= ADC_SDO; end
		if(ADC_CNT == 15) begin temp_analog_data[1] <= ADC_SDO; end
		if(ADC_CNT == 16) begin temp_analog_data[0] <= ADC_SDO; end
	end
	assign ADC_SCK = (ADC_CONVST)? 1 : clk;
	assign GPIO0 = start_motors & forward;
	assign GPIO1 = start_motors & (!forward);
	assign GPIO2 = (is_turning)? (0) : (start_motors & forward);
	assign GPIO3 = (is_turning)? (0) : (start_motors & (!forward));
	assign is_turning = sensor_data_inches <= 6;
	assign H3D0 = 0;
	assign H3D5 = 0;
	assign H3D4 = 0;
	assign H3D6 = 0;
	assign H2D5 = 0;
	assign H2D4 = 0;
	assign H1D2 = 0;
	assign H1D1 = 0;
	assign H1D0 = 0;
	assign H1D5 = 0;
	assign H1D4 = 0;
endmodule
```
`flow/run.sh`:
```
#!/bin/bash
# OpenROAD 26Q1-2900-gdf79404cd8, Yosys 0.63+post, stock flow scripts
make -C /OpenROAD-flow-scripts/flow DESIGN_CONFIG=/design/flow/config.mk WORK_HOME=/design/flow/orfs finish
```
==> summary.log <==
INFO  die            fp.coreArea=0.00342mm2
INFO  die            placement_rows=21
INFO  run            timing.max_cap.violations=0
INFO  route          antenna-diode-count=0
INFO  layout         layout-area-overhead-vs-synth=29.9%
INFO  setup_path     worst-r2r-cell-count=2
INFO  hold_path      hold_path.class=register to register
INFO  setup_path     worst_ep_required_time=1040ps
INFO  global_route   grt_pass1_wl=848um
INFO  cts            tritoncts=yes
INFO  sta            setup_viol_count_final=3
INFO  logic_synthesis synth.yosys.seq_area_share=39.8%
INFO  global_route   via_count_of_the_first_global_routing_pass=273
INFO  global_route   number_of_antenna_violations_at_the_first_check_in_global_routing=0
INFO  layout         ratio_of_cells_with_drive_above_1_in_the_final_layout=16.7%
INFO  setup_path     critPathLaunch=ADC_CONVST
INFO  placed_design  dp.final_hpwl=418um
INFO  sta            rsz0062_at_grt=yes
INFO  power_and_ir_drop fraction_of_power_consumed_by_sequential_logic=31.4%
INFO  hold_path      min_from=start_motors
INFO  setup_path     crit_fanout=2
INFO  setup_path     worst_ep_arrival_time=1760ps
INFO  run            log.warning_count=34
INFO  logic_synthesis netlist_instances=34
INFO  route          drt_first_iter_violations=3
INFO  die            die.size.y=80um
INFO  route          remaining_drc_errors=0
INFO  logic_synthesis netlist_top_cells_area=buf_4 34%, dfxtp_1 31%, edfxtp_1 9.2%, ha_1 7.7%, inv_1 5.7%
INFO  setup_path     regToRegEndpoint=ADC_CONVST
INFO  power_and_ir_drop clock_power_share=68.1%
INFO  power_and_ir_drop p_per_area=1430mW/mm2
INFO  route          drt-vias-per-instance=2.18
INFO  logic_synthesis yosysTopAreaCellShare=34.5%
INFO  route          num_vias=205
INFO  layout         post-route-util=12.4%
INFO  die            die_width=80um
INFO  global_route   globalRouteTotalUtil=1.60%
INFO  setup_path     crit_chain=or2_4 -> buf_6
INFO  setup_path     startpoint_type=register
INFO  power_and_ir_drop power_switching_share=22.7%
INFO  power_and_ir_drop power_frac_comb=0.5%
INFO  setup_path     reg2reg_from=ADC_CNT[0]
INFO  sta            setup_total_negative_slack=-1360ps
INFO  setup_path     worst_path_max_delay_cell=edfxtp_1
INFO  setup_path     worst_reg2reg_setup_slack=260ps
INFO  cts            clkTransAtPathRegs=30ps
INFO  power_and_ir_drop p_leak=0.000215uW
INFO  placed_design  gpl.final_weighted_congestion=0.637
INFO  logic_synthesis synthesis.area_per_instance=9.60um2
INFO  logic_synthesis distinct_cell_type_count_after_synthesis=11
INFO  route          drtAntennaViolNets=0
INFO  sta            crit_path_setup_slack_layout=-725ps
INFO  placed_design  io_buffers=3
INFO  logic_synthesis yosys_warn_count=4
INFO  global_route   grt_max_degree=5
INFO  power_and_ir_drop power.net_switching=138uW
INFO  layout         num-fill-cells=398
INFO  logic_synthesis syn-cell-area=327um2
INFO  power_and_ir_drop p_int=469uW
INFO  sta            clock_skew=5.42ps
INFO  layout         flop_area=130um2
INFO  die            num_io_pins=21
INFO  power_and_ir_drop vdd_ir_drop_max=279uV
INFO  die            floorplan.initialDensity=9.56%
INFO  logic_synthesis synth_area_leader_cell=buf_4
INFO  setup_path     end_point_of_the_critical_path=ADC_SCK
INFO  setup_path     worst_path_largest_cell_delay=360ps
INFO  global_route   grt-ovfl-total=0
INFO  logic_synthesis yosysCellCount=34
INFO  layout         multi_input_comb_area=124um2
INFO  outcome        failing_checks=negative setup slack
INFO  sta            hold_viol_final=0
INFO  route          wirelength=533um
INFO  logic_synthesis synth-area-yosys=327um2
INFO  setup_path     critPathKind=register to output port
INFO  route          drt_first_pass_iters=2
INFO  logic_synthesis synth_flops=6
INFO  setup_path     timing.critical_path.to_type=output port
INFO  die            chip_area=0.00640mm2
INFO  route          route.detailed.wl_per_inst=5.67um
INFO  outcome        run_status=complete, but fails checks
INFO  sta            max_slew_violation_count=0
[flip-flops by register name, indices dropped and copies added (netlist names)]
name,flops
ADC_CONVST,1
ADC_CNT,4
start_motors,1
[final cells by class]
cell class	instances	area share, %
multi-input combinational	23	29.2
clock inverter	6	5.31
tap	46	13.6
clock buffer	7	13.3
inverter	4	3.54
timing repair buffer	2	4.42
sequential	6	30.7
[placed cells by master (no fill, tap or decap)]
cell	synthesis	layout
xnor2_1	1	1
dfxtp_1	5	5
clkdlybuf4s50_1	0	1
inv_1	5	10
conb_1	1	16
ha_1	2	2
dlygate4sd2_1	0	1
edfxtp_1	1	1
nor3b_1	1	1
xor2_1	1	1
buf_6	0	1
nand3_1	1	1
clkbuf_4	0	6
or2_4	0	1
[kinds of logic after synthesis]
family | Yosys count | share of synthesized area, %
buffers and inverters | 20 | 40.2
DFF | 6 | 39.8
and+or+nand+nor | 3 | 5.75
xor gates and xnor gates | 2 | 5.36
adders and majority gates | 2 | 7.66
other | 1 | 1.15
[cell usage after synthesis]
library cell  number
dfxtp_1            5
or2_2              1
xnor2_1            1
nand3_1            1
buf_4             15
inv_1              5
ha_1               2
conb_1             1
edfxtp_1           1
xor2_1             1
nor3b_1            1
[critical path, delay by kind of cell (launching register included)]
| kind | cells | cell delay [ps] |
|---|---|---|
| buffers and inverters | 1 | 100 |
| DFF | 1 | 360 |
| and+or+nand+nor | 1 | 230 |
[worst min path at each step]
stage     slack, ps            to  cells past startpoint
6_report        370  start_motors                      1
5_1_grt         370  start_motors                      1
4_1_cts         360  start_motors                      1
[through the flow]
step / instances / setup slack, ps / total power (uW) / area, um2 / hold WS (ps)
6_report: 94 / -725 / 607 / 424 / 365
4_1_cts: 94 / -746 / 616 / 418 / 364
3_3_place_gp: 83 / -574 / 275 / 360 / 358
2_1_floorplan: 49 / -151 / 274 / 385 / 336
5_1_grt: 94 / -781 / 674 / 424 / 374
3_5_place_dp: 83 / -578 / 274 / 360 / 364
[metal layers]
metal	GRT usage, %	up-vias	wire length, um
met5	0	-	0
met3	1.93	0	73
li1	-	99	-
met4	1.06	0	0
met1	1.34	88	230
met2	2.09	18	228
[power by group through the flow]
| stage | clock network [uW] | registers [uW] | logic [uW] |
|---|---|---|---|
| finish | 413 | 191 | 2.96 |
| global route | 479 | 190 | 5.50 |
| CTS | 420 | 191 | 4.32 |
[repair_timing]
item | in CTS | in global routing
setup buffers | 0 | 0
pin swaps | 0 | 0
gates resized | 4 | 1
endpoints found under the setup margin | 3 | 3
hold buffers | 0 | 0
Power figures rest on the tool's default switching activity, not on a simulated workload.
